File: run.sh
#!/bin/bash
# OpenROAD 26Q1-2900-gdf79404cd8, Yosys 0.63+post, stock flow scripts
make -C /OpenROAD-flow-scripts/flow DESIGN_CONFIG=/design/flow/config.mk WORK_HOME=/design/flow/orfs finish
File: design.v
module lcd (
	input   clk,
	input   clk4_en,
	input   clkena,
	input [14:0] data,
	input [1:0] mode,
	input  isGBC,
	input tint,
	input  pclk_en,
	input  on,
	output reg	hs,
	output reg 	vs,
	output [7:0] r,
	output [7:0] g,
	output [7:0] b,
	output reg  blank
);
reg [8:0] shift_reg_wptr;
reg p_toggle;
reg [14:0] shift_reg [511:0];
reg [1:0] last_mode_in;
always @(posedge clk) begin
	if(clk4_en) begin
		if(clkena) begin
			shift_reg[shift_reg_wptr] <= data;
			shift_reg_wptr <= {p_toggle, shift_reg_wptr[7:0] + 1'd1};
		end
	end
	last_mode_in <= mode;
	if((mode != 2'b00) && (last_mode_in == 2'b00)) begin
		shift_reg_wptr <= {!p_toggle, 8'd0};
		p_toggle <= !p_toggle;
	end
end
parameter H   = 160;     
parameter HFP = 18;      
parameter HS  = 20;      
parameter HBP = 30;      
parameter V   = 576;     
parameter VFP = 2;       
parameter VS  = 2;       
parameter VBP = 36;      
reg[7:0] h_cnt;          
reg[9:0] v_cnt;          
reg [1:0] last_mode_h;
always@(posedge clk) begin
  if (pclk_en) begin
	last_mode_h <= mode;
	if(h_cnt==H+HFP+HS+HBP-1)   h_cnt <= 0;
	else                        h_cnt <= h_cnt + 1'd1;
	if(h_cnt == H+HFP)    hs <= 1'b0;
	if(h_cnt == H+HFP+HS) hs <= 1'b1;
	if((mode == 2'b10) && (last_mode_h == 2'b00))
		h_cnt <= 0;
  end
end
reg [1:0] last_mode_v;
always@(posedge clk) begin
  if (pclk_en) begin
	if(h_cnt == H+HFP+HS+HBP-1) begin
		if(v_cnt==VS+VFP+V+VBP-1)  v_cnt <= 0; 
		else							   v_cnt <= v_cnt + 1'd1;
		if(v_cnt == V+VFP)    vs <= 1'b1;
		if(v_cnt == V+VFP+VS) vs <= 1'b0;
		last_mode_v <= mode;
		if((mode != 2'b01) && (last_mode_v == 2'b01))
			v_cnt <= 10'd616-10'd4;
	end
  end
end
reg [14:0] pixel_reg;
reg [8:0] shift_reg_rptr;
always@(posedge clk) begin
  if (pclk_en) begin
	if((v_cnt < V) && (h_cnt < H)) begin
		blank <= 1'b0;
		pixel_reg <= shift_reg[shift_reg_rptr];
		shift_reg_rptr <= {!p_toggle, shift_reg_rptr[7:0] + 1'd1};
	end else begin
		blank <= 1'b1;
		shift_reg_rptr <= {!p_toggle, 8'd0};
	end
  end
end
wire [14:0] pixel = on?pixel_reg:15'd0;
wire [7:0] yellow_r = (pixel==0)?8'b10011100:(pixel==1)?8'b10000000:   
		     (pixel==2)?8'b00110000:8'b00011100;
wire [7:0] yellow_g = (pixel==0)?8'b10111100:(pixel==1)?8'b10100000:   
		     (pixel==2)?8'b01100100:8'b00010000;
wire [7:0] yellow_b = (pixel==0)?8'b00010000:(pixel==1)?8'b00001000:   
		     (pixel==2)?8'b00110000:8'b00010000;
wire [7:0] grey = (pixel==0)?8'd252:(pixel==1)?8'd126:(pixel==2)?8'd96:8'd0;
assign r = blank?8'b00000000:isGBC ? {pixel_reg [4: 0], pixel_reg[ 4: 2]} : (tint?yellow_r:grey);
assign g = blank?8'b00000000:isGBC ? {pixel_reg [9: 5], pixel_reg[ 9: 7]} : (tint?yellow_g:grey);
assign b = blank?8'b00000000:isGBC ? {pixel_reg[14:10], pixel_reg[14:12]} : (tint?yellow_b:grey);
endmodule
File: constraint.sdc
current_design lcd

set clk_period 1051.5
set clk_io_pct 0.2

create_clock -name clk0 -period $clk_period [get_ports {clk}]

set non_clock_inputs [all_inputs -no_clocks]
set_input_delay [expr $clk_period * $clk_io_pct] -clock clk0 $non_clock_inputs
set_output_delay [expr $clk_period * $clk_io_pct] -clock clk0 [all_outputs]
File: config.mk
export PLATFORM = sky130hd
export DESIGN_NAME = lcd
export DESIGN_NICKNAME = lcd
export VERILOG_FILES = /design/flow/design.v
export SDC_FILE = /design/flow/constraint.sdc
export NUM_CORES = 4
export LEC_CHECK = 1
export CORE_UTILIZATION = 40
export SYNTH_MEMORY_MAX_BITS = 65536
==> metrics.csv <==
stage,metric,value,unit
outcome,outcome,"complete, but fails checks",
outcome,failing checks,"max-capacitance violations, max-slew violations",
hold_path,launch instance of the worst min-delay path,shift_reg_wptr[1],
power_and_ir_drop,worst ir drop on vdd,0.00000204,V
clock_tree,CTS tree,built,
worst_setup_path,worst endpoint data arrival time,212340,ps
synthesis,per-instance average area after synthesis,22.2,µm²
hold_path,path type of the worst min-delay path,flip-flop to flip-flop,
synthesis,Yosys top cell by area,sky130_fd_sc_hd__edfxtp_1,
global_routing,via count of the first global-routing pass,158905,
worst_setup_path,maximum fanout along the worst path,20,
global_routing,number of antenna violations at the first check in global routing,82,
job,number of logged tool warnings,34,
clock_tree,buffer type at the clock tree root,sky130_fd_sc_hd__clkbuf_16,
clock_tree,number of buffers inserted during clock tree synthesis,767,
synthesis,multiplexer area fraction after synthesis,15.7,%
global_routing,pin count of the biggest net entering global routing,97,
clock_tree,number of gates given a new drive strength after cts,0,
synthesis,Cells after Synth,13472,
final_timing,Max Clock Freq,0.00237,GHz
final_timing,Final Hold Viols,0,
route,mean number of vias per cell,5.83,
route,number of optimization iterations in the first detailed-route pass,6,
synthesis,main logic family after synthesis,multiplexers,
clock_tree,clock latency on the worst-skew pair,1200,ps
final_timing,Worst Skew,99.9,ps
final_timing,fin crit period,422640,ps
clock_tree,clock-pin slew on the worst setup and hold paths,70,ps
synthesis,number of enable-type register cells in the synthesized netlist,7731,
route,average wire per cell in the routed design,35.5,µm
global_routing,all-layer global routing usage,26.4,%
synthesis,number of library cell types mapped by synthesis,88,
final_timing,final period utilization,40.2,%
clock_tree,number of hold buffers added after cts,0,
synthesis,share of synthesized area occupied by flip-flops and latches,77.8,%
worst_setup_path,WP data required,841200,ps
worst_setup_path,ordered list of cells on the worst path,clkdlybuf4s50_1 -> inv_1 -> o21ai_0 -> nor2_1 -> clkdlybuf4s50_1,
floorplanning,placeable core region,742000,µm²
layout,max FFs per register,7680,
global_routing,wire length of the first global-routing pass,1250,mm
floorplanning,I/O pin total,51,
route,Final ANT Viol Nets,0,
final_timing,Final WS setup,628860,ps
route,sum of routed wire length over all layers,897,mm
placement,number of I/O port buffers,50,
clock_tree,Clock Path Buffers,4,
placement,post-place setup slack,628940,ps
final_timing,final-layout setup total negative slack,0,ps
synthesis,"XOR-XNOR Cells, Area Fraction",0.0763,%
worst_setup_path,startpoint type of the worst setup path,primary input,
power_and_ir_drop,Pwr Density,1.89,nW/µm²
floorplanning,# rows,316,
synthesis,dominant cell by count in the synthesized netlist,sky130_fd_sc_hd__edfxtp_1,
worst_setup_path,slowest cell on the critical path,sky130_fd_sc_hd__clkdlybuf4s50_1,
synthesis,Post-synth top cells,"sky130_fd_sc_hd__edfxtp_1 (7731), sky130_fd_sc_hd__mux4_2 (1792), sky130_fd_sc_hd__nor2_1 (639)",
clock_tree,clock sink count,7741,
worst_setup_path,most repeated library cell on the critical path,sky130_fd_sc_hd__clkdlybuf4s50_1,
synthesis,post-synthesis register bit count,7741,
final_timing,total of endpoints with negative setup slack in the final report,0,
floorplanning,vertical extent of the die,866,µm
clock_tree,Post-CTS Setup Bufs,0,
synthesis,top_reg_cell synth,sky130_fd_sc_hd__edfxtp_1,
worst_setup_path,critical path startpoint,isGBC,
layout,layout overhead on the synthesized area,13.9,%
synthesis,YS chip area,299000,µm²
clock_tree,maximum level of the CTS H-tree,6,
synthesis,post-synthesis cell count from yosys,13472,
synthesis,share of flip-flops with an asynchronous set or reset,0,%
floorplanning,core utilization at floorplan,40.2,%
synthesis,aoi/oai-family share of the synthesized area,3.02,%
worst_setup_path,reg-to-reg startpoint,shift_reg_rptr[0],
synthesis,number of warning messages in the yosys log,1,
route,Residual DRC,0,
route,number of DRC markers after the initial detailed-route iteration,9417,
placement,HPWL Detailed,559,mm
worst_setup_path,family with the most delay on the worst path,buffers and inverters,
final_timing,transition at the pin with the smallest max-transition slack,1530,ps
floorplanning,Die Outline Area,750000,µm²
power_and_ir_drop,total power,642,µW
synthesis,yosys adder share,0.0419,%
route,vias post-DR,147132,
placement,final weighted congestion of routability-driven global placement,0.934,
final_timing,final hold slack,542,ps
global_routing,GRT overflow,0,
power_and_ir_drop,Pleak,0.106,µW
synthesis,Synth top area share,77.8,%
worst_setup_path,start-to-end type of the worst setup path,primary input to primary output,
final_timing,worst-case headroom to the max-slew limit,-2.93,%
final_timing,setup repair after global routing missed its margin,no,
job,reported max-cap violation count,1,
worst_setup_path,CP bufs+invs,3,
worst_setup_path,category of the worst setup path capture point,primary output,
worst_setup_path,largest incremental delay on the critical path,890,ps
layout,share of cells above drive strength 1,27.1,%
final_timing,Pins Over Slew Limit,2,
synthesis,Top cells by area,"sky130_fd_sc_hd__edfxtp_1 (78%), sky130_fd_sc_hd__mux4_2 (14%), sky130_fd_sc_hd__mux2i_1 (1.9%)",
synthesis,Mapped Area,299000,µm²
synthesis,synthesized-area fraction occupied by and/or/nand/nor cells,1.62,%
floorplanning,Die X,866,µm
==> final cells by class <==
cell class              count  area (µm²)
diodes                    100         250
clock buffers             953       20000
clock inverters           456        3810
fillers                 60163      402000
inverters                  32         146
multi-input cells        4883       61600
flip-flops and latches   7741      232000
well taps                9858       12300
repair buffers           1230        9700
==> worst paths after layout <==
check | to | slack (ps) | cells past startpoint
worst max register to register | pixel_reg[7] | 1042820 | 16
worst min register to register | shift_reg_wptr[1] | 540 | 2
worst max-delay path | g[7] | 628860 | 5
worst min-delay path | shift_reg_wptr[1] | 540 | 2
==> metrics by stage <==
stage               cell area, µm²  utilization, %  instances
floorplan                   299000               -      13472
global placement            316000            42.6      23744
detailed placement          316000            42.6      23744
CTS                         340000            45.8      25153
global route                340000            45.8      25196
finish                      340000            45.8      25253
==> cell families (layout without fill, tap and decap cells) <==
| kind of cell | Yosys count | count (layout) |
|---|---|---|
| AND-OR/OR-AND | 1286 | 1286 |
| XOR/XNOR | 26 | 26 |
| adder cells (fa/ha/maj) | 10 | 10 |
| buffers and inverters | 848 | 2671 |
| flip-flops | 7741 | 7741 |
| multiplexers | 2422 | 2422 |
| other | 0 | 100 |
| AND/OR/NAND/NOR | 1139 | 1139 |
==> power breakdown <==
part           switching (µW)  internal, µW  total (µW)
Clock                     117           144         261
Sequential              0.203           340         340
Combinational            28.3          12.8        41.1
==> cell usage in the layout, fill, tap and decap left out, types with 26 or more instances in the layout <==
cell type,n
sky130_fd_sc_hd__bufinv_16,34
sky130_fd_sc_hd__a22oi_1,237
sky130_fd_sc_hd__a21oi_1,280
sky130_fd_sc_hd__mux2i_1,565
sky130_fd_sc_hd__nor3_1,35
sky130_fd_sc_hd__clkbuf_16,770
sky130_fd_sc_hd__o21ai_0,146
sky130_fd_sc_hd__nand2_1,242
sky130_fd_sc_hd__clkinv_2,117
sky130_fd_sc_hd__o211ai_1,30
sky130_fd_sc_hd__buf_4,1159
sky130_fd_sc_hd__clkdlybuf4s50_1,35
sky130_fd_sc_hd__diode_2,100
sky130_fd_sc_hd__clkbuf_1,183
sky130_fd_sc_hd__o221ai_1,100
sky130_fd_sc_hd__nor2_1,619
sky130_fd_sc_hd__mux2_2,53
sky130_fd_sc_hd__mux4_2,1792
sky130_fd_sc_hd__o22ai_1,86
sky130_fd_sc_hd__a211o_1,34
sky130_fd_sc_hd__nand3_1,56
sky130_fd_sc_hd__a31oi_1,26
sky130_fd_sc_hd__a221oi_1,100
sky130_fd_sc_hd__clkinv_1,238
sky130_fd_sc_hd__a211oi_1,56
sky130_fd_sc_hd__edfxtp_1,7731
sky130_fd_sc_hd__a22o_1,45
==> tightest hold or removal path: cells and delay by family (launching register included) <==
| family | cells | cell delay [ps] |
|---|---|---|
| simple gates | 1 | 80 |
| compound gates | 1 | 60 |
| flops | 1 | 360 |
==> metal layers <==
metal / part of all wire, % / track usage (%) / up-vias / wire length, µm
met3: 21 / 24.1 / 1863 / 187000
met5: 0.46 / 4.32 / - / 4160
met4: 5.4 / 10.7 / 115 / 48200
li1: - / - / 59677 / -
met1: 29 / 28.9 / 74728 / 260000
met2: 44 / 36.0 / 10749 / 398000
Power is estimated from default activity; no workload was simulated.
