<file path="flow/run.sh">
#!/bin/bash
# OpenROAD 26Q1-2900-gdf79404cd8, Yosys 0.63+post, stock flow scripts
make -C /OpenROAD-flow-scripts/flow DESIGN_CONFIG=/design/flow/config.mk WORK_HOME=/design/flow/orfs finish
</file>
<file path="flow/config.mk">
export PLATFORM = sky130hd
export DESIGN_NAME = sdram
export DESIGN_NICKNAME = sdram
export VERILOG_FILES = /design/flow/design.v
export SDC_FILE = /design/flow/constraint.sdc
export NUM_CORES = 4
export LEC_CHECK = 1
export CORE_UTILIZATION = 30
</file>
<file path="flow/constraint.sdc">
current_design sdram

set clk_period 7.0
set clk_io_pct 0.2

create_clock -name clk0 -period $clk_period [get_ports {clk}]

set non_clock_inputs [all_inputs -no_clocks]
set_input_delay [expr $clk_period * $clk_io_pct] -clock clk0 $non_clock_inputs
set_output_delay [expr $clk_period * $clk_io_pct] -clock clk0 [all_outputs]
</file>
<file path="flow/design.v">
module sdram
(
	inout [15:0]  		sd_data,     
	output reg [12:0]	sd_addr,     
	output reg [1:0] 	sd_dqm,      
	output reg [1:0] 	sd_ba,       
	output 				sd_cs,       
	output 				sd_we,       
	output 				sd_ras,      
	output 				sd_cas,      
	input 		 		init,			 
	input 		 		clk,		    
	input             sync,
	input      [15:0] din,			 
	output reg [15:0] dout,			 
	input      [23:0] addr,        
	input       [1:0] ds,          
	input 		 		oe,          
	input 		 		we           
);
localparam RASCAS_DELAY   = 3'd2;    
localparam BURST_LENGTH   = 3'b000;  
localparam ACCESS_TYPE    = 1'b0;    
localparam CAS_LATENCY    = 3'd2;    
localparam OP_MODE        = 2'b00;   
localparam NO_WRITE_BURST = 1'b1;    
localparam MODE = { 3'b000, NO_WRITE_BURST, OP_MODE, CAS_LATENCY, ACCESS_TYPE, BURST_LENGTH}; 
localparam STATE_FIRST     = 3'd0;    
localparam STATE_CMD_START = 3'd1;    
localparam STATE_CMD_CONT  = STATE_CMD_START + RASCAS_DELAY;  
localparam STATE_READ      = STATE_CMD_CONT + CAS_LATENCY + 4'd1;
localparam STATE_HIGHZ     = STATE_READ - 4'd1;  
reg [4:0] reset;
always @(posedge clk) begin
	if(init)	reset <= 5'h1f;
	else if((stage == STATE_FIRST) && (reset != 0))
		reset <= reset - 5'd1;
end
localparam CMD_INHIBIT         = 4'b1111;
localparam CMD_NOP             = 4'b0111;
localparam CMD_ACTIVE          = 4'b0011;
localparam CMD_READ            = 4'b0101;
localparam CMD_WRITE           = 4'b0100;
localparam CMD_BURST_TERMINATE = 4'b0110;
localparam CMD_PRECHARGE       = 4'b0010;
localparam CMD_AUTO_REFRESH    = 4'b0001;
localparam CMD_LOAD_MODE       = 4'b0000;
reg [3:0] sd_cmd;    
assign sd_cs  = sd_cmd[3];
assign sd_ras = sd_cmd[2];
assign sd_cas = sd_cmd[1];
assign sd_we  = sd_cmd[0];
assign sd_data = mode[1] ? din_r : 16'bZZZZZZZZZZZZZZZZ;
reg  [1:0] mode;
reg [15:0] din_r;
reg  [2:0] stage;
always @(posedge clk) begin
	reg [12:0] addr_r;
	reg  [1:0] ds_r;
	reg        old_sync;
	if(|stage) stage <= stage + 1'd1;
	old_sync <= sync;
	if(~old_sync & sync) stage <= 1;
	sd_cmd <= CMD_INHIBIT;   
	if(reset != 0) begin
		if(stage == STATE_CMD_START) begin
			if(reset == 13) begin
				sd_cmd <= CMD_PRECHARGE;
				sd_addr[10] <= 1'b1;       
			end
			if(reset == 2) begin
				sd_cmd <= CMD_LOAD_MODE;
				sd_addr <= MODE;
			end
		end
		mode    <= 0;
		sd_dqm  <= 2'b11;
	end else begin
		if(stage == STATE_CMD_START) begin
			if(we || oe) begin
				mode <= {we, oe};
				sd_cmd  <= CMD_ACTIVE;
				sd_addr <= { 1'b0, addr[19:8] };
				sd_ba   <= addr[21:20];
				ds_r    <= ds;
				din_r   <= din;
				addr_r  <= { 4'b0010, addr[22], addr[7:0] };   
			end
			else begin
				sd_cmd <= CMD_AUTO_REFRESH;
				mode <= 0;
			end
		end
		if(stage == STATE_CMD_CONT && mode) begin
			sd_cmd  <= mode[1] ? CMD_WRITE : CMD_READ;
			sd_addr <= addr_r;
			if(mode[1]) sd_dqm <= ~ds_r;
			else        sd_dqm <= 2'b00;
		end
		if(stage == STATE_HIGHZ) begin
			sd_dqm  <= 2'b11;  
			mode[1] <= 0;      
		end
		if(stage == STATE_READ && mode) begin
			dout <= sd_data;
		end
	end
end
endmodule
</file>
==> deck_impl_summary.md <==
Flow Results at a Glance

Status
  • Outcome: completed

Global routing
  • Vias in the first global route: 1759
  • Initial antenna violation count: 0
  • Largest net degree at the start of global routing: 30
  • GRT Overall Usage: 12.0%
  • Grt ovf: 0
  • First-pass GRT wire length: 8880 um

Setup path
  • Crit path max fanout: 29
  • Critical-path cell list: clkdlybuf4s50_1, or2_2, and3_1, buf_4
  • Crit path launch type: input port
  • Worst Setup SP: oe
  • Crit. End Element: flip-flop
  • CP max stage cell: clkdlybuf4s50_1
  • Worst EP arrival: 2.63 ns
  • Category of the most critical setup path: input port to flip-flop
  • CP max stage delay: 0.43 ns
  • Reg-to-reg startpoint: reset[0]
  • Worst Path Required: 7.05 ns

CTS
  • CTS Root Cell: clkbuf_8
  • Hold_buf cts: 0
  • Clock tree buffer depth: 2
  • Clock slew seen by the registers of the worst setup and hold paths: 0.08 ns
  • Clock Latency Late Sink: 0.34 ns
  • Post-CTS setup buffers: 0
  • H-Tree Depth: 3
  • Cts repair resizes: 0
  • CTS tree: yes
  • CTS Buf Count: 9
  • CTS sink count: 74

Final timing
  • Min Hold Slack: 0.437 ns
  • Relative slew slack: 52.4%
  • Peak Freq: 388 MHz
  • Worst-margin pin slew: 0.713 ns
  • Setup Skew: 0.00786 ns
  • Fin. max-slew vios: 0
  • Final Cycle Share: 36.8%
  • RSZ-0062 raised after global routing: no
  • # setup viols final: 0
  • Setup TNS: 0 ns
  • Final hold violations: 0
  • Minimum clock period: 2.57 ns

Logic synthesis
  • Synth Cell Area: 2820 um^2
  • Syn Area/Cell: 14.4 um^2
  • Fraction of registers with async set or reset after synthesis: 0%
  • Number of enable flip-flop cells: 57
  • Post-synth top flop: edfxtp_1
  • Ys cells: 196
  • Synth Warn #: 2
  • Post-Syn Instances: 196
  • Cell Type Count: 38
  • Yosys Chip Area: 2820 um^2
  • Seq/Total Area, Yosys: 72.8%
  • Registers, synthesis: 74

Pwr
  • Reg power frac: 52.2%
  • Pwr Total: 0.956 mW
  • Switch share: 25.1%
  • LEAKAGE: 1.37 nW
  • Power share of the clock group: 34.2%
  • P_sw: 0.240 mW
  • Worst vdd ir: 113 uV
  • Pwr dens: 242 nW/um^2
  • P_int: 0.716 mW
  • Logic pwr share: 13.7%

Placed design
  • Dpl cells: 384
  • Port bufs: 81
  • Routability Congestion: 0.813
  • Dpl cell area: 3740 um^2
  • DP Wirelength: 3860 um

Detailed routing
  • Detailed-route wire length: 5410 um
  • DRC: 0
  • DR iter-0 viols: 49
  • Antenna viol nets, final: 0
  • Post-DR vias/cell: 4.49
  • Ant diodes: 0
  • Vias post-DR: 1795
  • Drt first pass iters: 4
  • Routed len/inst: 13.5 um

Die
  • Die Wd: 98.9 um
  • I/O pin count: 100
  • Fp util: 30.8%
  • Die area: 9790 um^2
  • Die y size: 98.9 um
  • Core ar.: 9150 um^2
  • Cell Rows: 35

Cells and area
  • Fin cells: 400
  • Top cell excl fill/tap: clkdlybuf4s50_1
  • Synth-to-Final Area Change: 39.9%
  • Top cells excl fill/tap: 81 x clkdlybuf4s50_1, 57 x edfxtp_1, 29 x nand2_1, 17 x dfxtp_1
  • Layout cells sized above 1: 11.4%
  • Final Cell Area: 3950 um^2

Run
  • Log Warnings: 64
  • Max-Cap Viols: 0

Min path
  • Hold_sp: sd_data[9]
  • Hold WC Path Type: flip-flop to flip-flop
[kinds of logic (layout without fill, tap and decap cells)]
family / after synthesis / count (layout) / synth area share [%]
buffers and inverters: 15 / 108 / 2.97
DFF: 74 / 74 / 72.8
other: 1 / 1 / 0.133
and+or+nand+nor: 61 / 61 / 10.8
muxes: 2 / 2 / 0.710
adders and majority gates: 9 / 9 / 3.99
AOI/OAI and AO/OA: 34 / 34 / 8.61
[metrics by stage]
| stage | setup slack, ns | util [%] |
|---|---|---|
| after floorplan | 4.32 | - |
| after global placement | 4.07 | 40.9 |
| after detailed placement | 4.07 | 40.9 |
| after CTS | 4.40 | 43.1 |
| after global routing | 4.37 | 43.1 |
| final | 4.43 | 43.1 |
[area by class of cell]
type,instances,area [um^2]
multi-input combinational,107,683
timing repair buffer,86,848
clock buffer,9,124
tap,111,139
inverter,6,22.5
clock inverter,7,76.3
fill,846,5210
sequential,74,2050
[critical path, delay by kind of cell]
kind,cells,cell delay (ns)
buffers and inverters,2,0.67
AND/OR/NAND/NOR,2,0.53
[synth_stat cells (4+ instances only)]
| cell | count | area (um^2) |
|---|---|---|
| inv_1 | 6 | 22.5 |
| dfxtp_1 | 17 | 340 |
| clkbuf_1 | 4 | 15.0 |
| edfxtp_1 | 57 | 1710 |
| nor2_1 | 5 | 18.8 |
| a21oi_2 | 9 | 78.8 |
| nand2_1 | 29 | 109 |
| nand3_1 | 8 | 40.0 |
| ha_1 | 9 | 113 |
| o21ai_1 | 9 | 45.0 |
[path summary, 6_finish.rpt]
kind / slack, ns / end / depth (start not counted)
setup / recovery: 4.43 / flip-flop / 4
hold / removal: 0.44 / dout[9] / 0
setup reg to reg: 4.95 / dout[12] / 5
hold reg to reg: 0.44 / dout[9] / 0
[power by group through the flow]
stage,sequential (mW),clock [mW],combinational [mW]
4_1_cts,0.499,0.340,0.132
5_1_grt,0.502,0.356,0.150
6_report,0.499,0.326,0.131
[metal layers]
layer  part of all wire [%]  track usage, %  wire length, um
met5                      0               0                0
met4                    1.9            1.72              105
met3                    8.0            3.82              430
met2                     46            18.0             2460
met1                     45            18.7             2410
Power and IR drop assume default switching activity.
